### design.v
`timescale 1ns / 1ps
module BCD (input [15:0] binary, output reg [15:0] BCDcode);
	reg [3:0] Thousands;
	reg [3:0] Hundreds;
	reg [3:0] Tens;
	reg [3:0] Ones;
	integer i;
	always @ (binary)
	begin
		Thousands = 4'd0;
		Hundreds = 4'd0;
		Tens = 4'd0;
		Ones = 4'd0;
		for (i=10; i>=0; i = i-1)
		begin
			if (Thousands >= 5)
				Thousands = Thousands +3;
			if (Hundreds >= 5)
				Hundreds = Hundreds + 3;
			if (Tens >= 5)
				Tens = Tens + 3;
			if (Ones >= 5)
				Ones = Ones + 3;
			Thousands = Thousands << 1;
			Thousands[0] = Hundreds[3];
			Hundreds = Hundreds << 1;
			Hundreds[0] = Tens[3];
			Tens = Tens << 1;
			Tens[0] = Ones[3];
			Ones = Ones << 1;
			Ones[0] = binary[i];
		end
		BCDcode = {Thousands, Hundreds, Tens, Ones};
	end
endmodule
`timescale 1ns / 1ps
module Snake(
	input up, 
	input down, 
	input left, 
	input right, 
	input reset, 
	input clk,
	output reg B, 
	output reg R, 
	output reg G,
	output VS, 
	output HS,  
	output [3:0] AN, 
	output [6:0] seven,
	input speed);
	wire [10:0] hcount, vcount;
	wire blank;
	wire snakehead;
	reg [4:0] wall;
	wire [15:0] BCDcode;
	wire [3:0] smallbin;
	wire [15:0] scorewire;
	wire clk1khz;
	reg [5:0] i;
	reg [25:0] snakeseg;
	reg [15:0] score;
	reg [10:0] foodx, foody; 
	reg [15:0] foodxcount, foodycount;
	reg [10:0] x, y;
	reg [10:0] x1 [0:25];
	reg [10:0] y1 [0:25];
	reg slow_clk;
	reg [4:0] state, next_state;
	reg d_up, d_down, d_left, d_right;
	reg lose; 
	reg eaten;
	reg dead;
	reg is_seg;
	reg is_wall;
	parameter S_IDLE = 0;
	parameter S_UP = 1;
	parameter S_DOWN = 2;
	parameter S_LEFT = 4;
	parameter S_RIGHT = 8;
	parameter N = 2;
	reg clk_25Mhz;
	reg [N-1:0] count;
	always @ (posedge clk) begin
		count <= count + 1'b1;
		clk_25Mhz <= count[N-1];
	end
	assign scorewire = score;
	clk1khz 		clock(clk, clk1khz);
	BCD 			bcd(scorewire, BCDcode);
	big2small 	long2short(BCDcode, smallbin, AN, clk1khz);
	bin27 		bin2seven(smallbin, seven);
	initial begin
		eaten = 0;
		dead = 0;
		is_seg = 0;
		is_wall = 0;
		lose = 1'b0;
		score = 16'b0;
		foodx = 9'd400;
		foody = 8'd400;
		foodxcount = 9'd400;
		foodycount = 8'd400;
		x = 11'd100; 
		y = 11'd100;
		d_up = 0; d_down = 0; d_left = 0; d_right = 0;
	end
	reg [25:0] slow_count;
	always @ (posedge clk) begin
		slow_count = slow_count + 1'b1;
		if (speed == 1'd0) begin
			slow_clk = slow_count[24];
		end
		else if (speed == 1'd1) begin
			slow_clk = slow_count[23];
		end
	end
	always @ (posedge clk)begin
		if (reset == 1'b1) begin
			d_up =0; d_down=0; d_left=0; d_right =0;
			foodx = foodxcount;
			foody = foodycount;
			score = 0;
			lose = 0;
			dead = 0;
			state = next_state;
		end
		else if (lose==1'b1) begin
			d_up =0; d_down=0; d_left=0; d_right =0;
			x = x;
			y = y;
			state=next_state;
		end
		else begin
			foodxcount = (foodxcount + 5'd20) % 10'd600;
			foodycount = (foodycount + 5'd20) % 9'd420;
			if (up==1'b1 && d_down == 1'b0) begin
				d_up =1; d_down=0; d_left=0; d_right =0; 
				state = next_state;
			end
			else if (down==1'b1 && d_up== 1'b0) begin
				d_up =0; d_down=1; d_left=0; d_right =0; 
				state = next_state;
			end
			else if (left==1'b1 && d_right==1'b0) begin
				d_up =0; d_down=0; d_left=1; d_right =0; 
				state = next_state;
			end
			else if (right==1'b1 && d_left==1'b0) begin
				d_up =0; d_down=0; d_left=0; d_right =1; 
				state = next_state;
			end
			else
				state=state;
		end
		for (i = 1; i<=25; i = i+1)
			if (score >= i)
				snakeseg[i] = ~blank & (hcount >=x1[i]+1 & hcount <= x1[i] + 19 &vcount >= y1[i]+1 & vcount <= y1[i]+19);
		wall[1]= ~blank & (hcount >= 1 & hcount <= 639 & vcount >= 1 & vcount <= 19);
		wall[2]= ~blank & (hcount >= 1 & hcount <= 639 & vcount >= 461 & vcount <= 479);
		wall[3]= ~blank & (hcount >= 1 & hcount <= 19 & vcount >= 1 & vcount <= 479);
		wall[4]= ~blank & (hcount >= 621 & hcount <= 639 & vcount >= 1 & vcount <= 479);
		for (i = 1; i<=25; i = i+1)
			if (snakehead && snakeseg[i])
				lose=1'b1;
		for (i = 1; i<=4; i = i+1)
			if (snakehead && wall[i])
				lose=1'b1;
		if (snakehead && food) begin
			score = score+1'd1;
			foodx = foodxcount;
			foody = foodycount;
		end
		for (i = 1; i<=25; i = i+1)
			if (food && snakeseg[i])
				eaten = 1;
		for (i = 1; i<=4; i = i+1)
			if (food && wall[i])
				eaten = 1;
		if(eaten) begin
			foodx = foodxcount;
			foody = foodycount;
			eaten = 0;
		end
		for (i = 1; i<=25; i = i+1)
			if (snakeseg[i])
				is_seg = 1;
		for (i = 1; i<=4; i = i+1)
			if (wall[i])
				is_wall = 1;
		if (is_wall||food||((snakehead || is_seg)&&~lose))
			B = 1'b1;
		else
			B = 0;
		if (is_wall||food||((snakehead || is_seg)&&~lose))
			G = 1'b1;
		else
			G = 0;
		if (is_wall||food||(snakehead || is_seg))
			R = 1'b1;
		else
			R = 0;
		is_seg = 0;
		is_wall = 0;
	end
	always @(posedge slow_clk) begin
		if (reset == 1'b1) begin
			x = 11'd100; y = 11'd100;
		end
		if (state == S_UP || state == S_DOWN || state == S_LEFT || state == S_RIGHT) begin
			for (i = 25; i>1; i = i-1) begin
				x1[i] = x1[i-1];
				y1[i] = y1[i-1];
			end
			x1[1] = x; y1[1] = y;
		end
		case (state)
			S_UP:
				y = y - 11'd20;
			S_DOWN:
				y = y + 11'd20;
			S_LEFT:
				x = x - 11'd20;
			S_RIGHT:
				x = x + 11'd20;
		endcase
		next_state = {d_right , d_left, d_down, d_up};
	end
	vga_controller vc(.pixel_clk(clk_25Mhz), 
							.HS(HS), 
							.VS(VS), 
							.hcounter(hcount), 
							.vcounter(vcount), 
							.blank(blank));
	assign snakehead = ~blank & (hcount >= x & hcount <= x+20 & vcount >= y & vcount <= y+20);
	assign food= ~blank & (hcount >=foodx & hcount <= foodx + 20 &vcount >= foody & vcount <= foody + 20);
endmodule
`timescale 1ns / 1ps
module big2small(bigbin, smallbin, AN, clk1khz);
	input [15:0] bigbin;
	output reg [3:0] smallbin;
	output reg [3:0] AN;
	input clk1khz; 
	reg [1:0] count; 
	initial begin
		AN = 0;
		smallbin = 0;
		count = 1'b0;
	end
	always @(posedge clk1khz) begin
		case (count)
		2'b00: begin 
			AN=4'b1110;
			smallbin = bigbin[3:0];
		end
		2'b01: begin 
			AN=4'b1101;
			smallbin=bigbin[7:4];
		end
		2'b10: begin 
			AN=4'b1011;
			smallbin=bigbin[11:8];
		end
		2'b11: begin 
			AN=4'b0111;
			smallbin=bigbin[15:12];
		end
		default: begin
			AN=4'b1111;
			smallbin=0;
		end
		endcase
		count= count+1'b1;
	end
endmodule
`timescale 1ns / 1ps
module bin27(bin, seven);
	input [3:0] bin; 
	output reg [6:0] seven;
	initial
		seven=1'b0;
	always @ (*)
	case (bin)
		4'b0000: seven= 7'b1000000;
		4'b0001: seven= 7'b1111001;
		4'b0010: seven= 7'b0100100;
		4'b0011: seven= 7'b0110000;
		4'b0100: seven= 7'b0011001;
		4'b0101: seven= 7'b0010010;
		4'b0110: seven= 7'b0000010;
		4'b0111: seven= 7'b1111000;
		4'b1000: seven= 7'b0000000;
		4'b1001: seven= 7'b0010000;
		4'b1010: seven= 7'b0001000;
		4'b1011: seven= 7'b0000011;
		4'b1100: seven= 7'b1000110;
		4'b1101: seven= 7'b0100001;
		4'b1110: seven= 7'b0000110;
		4'b1111: seven= 7'b0001110;
		default: seven= 7'b1111111;
	endcase
endmodule
module clk1khz(clk, oclk);
	input clk;
	output reg oclk;
	reg [15:0] count;  
	initial 
		count=1'b0;
	always @ (posedge clk) begin
		count<=count+ 1'b1;
		if (count >= 16'b1100001101010000)  
			oclk<=1'b1;
		else
			oclk<=1'b0;
	end
endmodule
`timescale 1ns / 1ps
module vga_controller (pixel_clk,HS,VS,hcounter,vcounter,blank);
	input pixel_clk;
	output reg HS, VS;
	output reg blank;
	output reg [10:0] hcounter, vcounter;
	parameter HMAX = 800;
	parameter VMAX = 525;
	parameter HLINES = 640;
	parameter HFP = 648;
	parameter HSP = 744;
	parameter VLINES = 480;
	parameter VFP = 482;
	parameter VSP = 484;
	parameter SPP = 0;
	wire video_enable;
	always@(posedge pixel_clk)begin
		blank <= ~video_enable; 
	end
	always@(posedge pixel_clk)begin
		if(hcounter == HMAX) hcounter <= 0;
		else hcounter <= hcounter + 1'b1;
	end
	always@(posedge pixel_clk)begin
		if(hcounter == HMAX) begin
			if(vcounter == VMAX) vcounter <= 0;
			else vcounter <= vcounter + 1'b1; 
		end
	end
	always@(posedge pixel_clk)begin
		if(hcounter >= HFP && hcounter < HSP) HS <= SPP;
		else HS <= ~SPP; 
	end
	always@(posedge pixel_clk)begin
		if(vcounter >= VFP && vcounter < VSP) VS <= SPP;
		else VS <= ~SPP; 
	end
	assign video_enable = (hcounter < HLINES && vcounter < VLINES) ? 1'b1 : 1'b0;
endmodule
### constraint.sdc
current_design Snake

set clk_period 14.7
set clk_io_pct 0.2

create_clock -name clk0 -period $clk_period [get_ports {clk}]

set non_clock_inputs [all_inputs -no_clocks]
set_input_delay [expr $clk_period * $clk_io_pct] -clock clk0 $non_clock_inputs
set_output_delay [expr $clk_period * $clk_io_pct] -clock clk0 [all_outputs]
### config.mk
export PLATFORM = sky130hd
export DESIGN_NAME = Snake
export DESIGN_NICKNAME = Snake
export VERILOG_FILES = /design/flow/design.v
export SDC_FILE = /design/flow/constraint.sdc
export NUM_CORES = 4
export LEC_CHECK = 1
export CORE_UTILIZATION = 50
### run.sh
#!/bin/bash
# OpenROAD 26Q1-2900-gdf79404cd8, Yosys 0.63+post, stock flow scripts
make -C /OpenROAD-flow-scripts/flow DESIGN_CONFIG=/design/flow/config.mk WORK_HOME=/design/flow/orfs finish
==> run summary <==
Results of an implementation run.

Per the run report, area growth between synthesis and finish was 4.79%. STA classifies the critical path startpoint as a register. The overall routed net length is 35400 um. Static timing analysis puts the maximum clock frequency at 113 MHz. The maximum root-to-sink buffer count is 2. The placement summary gives the final routability congestion estimate as 0.901. The number of cells on the worst hold path is 0.

The timer found 35 register pins that no clock reaches; their paths are not timed. The stage delay of the slowest cell on the critical path is between 0.7 and 0.8 ns. The initial antenna violation count is 0. The total via count after detailed routing is between 10k and 15k. The cell area after placement is 15600 sq um. In the layout the commonest cells are sky130_fd_sc_hd__nor2_1, sky130_fd_sc_hd__nand2_1, sky130_fd_sc_hd__xnor2_1. Detailed placement ended at an HPWL of approximately 27000 um. The floorplan die height is 176 um. The fill cell instance count of the final layout is 2819. After clock tree synthesis, the flow added hold-fix buffers numbering 0.

The worst hold path terminates at clk_25Mhz. The via count of the first global-routing pass came to around 12k. The unique cell type count in the Yosys netlist is 116. The worst register-to-register path has a setup slack of 5.82 ns. The setup clock skew after layout is 0.0151 ns. In the synthesis report, Yosys lists the chip area as 15200 sq um. The total number of H-tree levels is 3.

The number of register bits inferred by synthesis is roughly 150. The count of instantiated cells in the yosys netlist is between 1.5k and 2k. For the finished layout, the period the worst path requires is approximately 9 ns.

The average detailed-routed wire length per instance is 15.5 um. The cell at the slowest stage of the critical path is sky130_fd_sc_hd__xnor2_1. The source-to-sink clock delay at the later pin of the worst-skew pair is 0.38 ns.

For this run, the register share of the synthesized area comes to 0.217. The number of clock buffers inserted by TritonCTS is 9. The setup violation total in the final timing report is 0. The run finished with clean final reports. For this run, the detailed router's first-pass iteration total came to 5. The core utilization before placement is 0.510. The chip area is 31100 sq um. The root buffer cell chosen for the clock tree is sky130_fd_sc_hd__clkbuf_16. The cell area that synthesis handed to floorplanning was 15200 sq um. The top cell type's share of synthesized area is 0.140. The initialized floorplan defines 63 standard-cell rows. The routed layout reports a DRC error count of 0. By area the synthesized netlist is led by sky130_fd_sc_hd__dfxtp_1, sky130_fd_sc_hd__ha_1, sky130_fd_sc_hd__edfxtp_1. The global route total overflow is 0.

Checking max transition, the worst relative margin is 0.419. The first global-routing pass estimated 61400 um of wire. The count of endpoints without a timing constraint is 59. OpenROAD emitted warnings numbering roughly 71. Entering global routing, the biggest net connects 36 pins. The kind of critical path is reg -> reg. The critical register-to-register path endpoint is foodx[5]. The buffering stage count on the worst path with inverters included is 0.

The routed design ends up with an antenna cell count of 0. The category of the worst setup path capture point is a register. The ratio of final minimum period to clock period is 0.604. The layout summary lists the proportion of cells stronger than drive strength 1 as 0.0744. The length in cells of the worst reg-to-reg path is 25. The number of setup buffers added after CTS is 0.

The min-delay analysis places its worst path in the category reg -> reg. In this run, synthesis inferred 39 flip-flops with an integrated enable.

Summed over all instances, the cell type with the most area after synthesis is sky130_fd_sc_hd__dfxtp_1. The largest driver fanout on the critical path is 15. Post-CTS repair changed the size of 0 cells.

The kind of cell with the highest combined delay on the critical path is AND-OR/OR-AND gates. Per the OpenROAD floorplan log, the width of the die is 176 um.

The ratio of routed vias to standard cells is 5.95. Across every metal layer, demand over resource in global routing totals 0.240. The startpoint of the most critical register-to-register path is foodxcount[2]. In this run the most critical hold path is launched from count[1]. Setup repair after global routing left no endpoint under its margin. For the worst setup path, the data arrival time is 8.99 ns. The final number of max-transition violations is 0.

The count of buffers added on input and output ports is 17. For the pin with the worst max-slew slack, the measured transition is ~0.86 ns. The aggregate negative setup slack is 0 ns. In the synthesized netlist the dominant register cell turns out to be sky130_fd_sc_hd__dfxtp_1. For reference, the post-synthesis area per instance comes to 7.92 sq um.

The count of nets left with antenna violations once routing finished came out at 0. The final tally of hold violations is 0. Pin placement for this block handled 23 I/O pins. The violation tally recorded at the end of detailed-routing iteration 0 is between 900 and 1k. Summing all non-filler instances in the final layout gives an area of 15900 sq um. The timing report gives the clock slew at the launch and capture registers of the worst setup and hold paths as 0.08 ns. The library cell used most frequently in the layout, excluding fill and tap cells, is sky130_fd_sc_hd__nor2_1. The fraction of synthesis flops using an asynchronous set or reset pin is 0.

The data required time of the critical path is 14.82 ns. The core area is 29800 sq um. During synthesis, Yosys emitted a total of 55 warnings. After technology mapping, the gate count stands at 1919. The number of maximum-capacitance violations recorded for the run is 0.

TritonCTS built the clock tree.
## through the flow
| stage | hold slack [ns] | utilization | cells | worst slack [ns] |
|---|---|---|---|---|
| global placement | 0.357 | 0.524 | 2269 | 6.05 |
| floorplan | 0.349 | - | 1924 | 7.51 |
| detailed placement | 0.356 | 0.524 | 2269 | 6.01 |
| global route | 0.382 | 0.535 | 2285 | 5.12 |
| CTS | 0.372 | 0.535 | 2285 | 5.97 |
| finish | 0.370 | 0.535 | 2285 | 5.82 |
## sequential cells by signal (all words and copies together), names as in the netlist, 2 cells and up
signal and flops:
vc.vcounter 11, foodxcount 14, foodycount 14, long2short.count 2, long2short.AN 4, long2short.smallbin 4
vc.hcounter 11, foody 9, foodx 9, clock.count 16, score 16, snakeseg 25
count 2
## per-layer routing
| layer | GRT usage | up-vias | part of all wire |
|---|---|---|---|
| met5 | 0 | - | 0 |
| met4 | 0.0187 | 0 | 0.0087 |
| met3 | 0.0255 | 19 | 0.036 |
| met2 | 0.364 | 206 | 0.43 |
| met1 | 0.388 | 6278 | 0.53 |
| li1 | - | 7085 | - |
## cells by family (layout without fill, tap and decap cells)
group / count (synthesis) / count (layout) / share of synthesized area
AND/OR/NAND/NOR: 676 / 676 / 0.230
AND-OR/OR-AND: 580 / 580 / 0.265
XOR/XNOR: 168 / 168 / 0.0983
buffers and inverters: 162 / 133 / 0.0444
flip-flops: 145 / 145 / 0.217
adder cells (fa/ha/maj): 103 / 103 / 0.0845
multiplexers: 84 / 84 / 0.0616
other: 1 / 6 / 0.000247
## synthesized netlist by cell type (20+ instances only)
master,number
sky130_fd_sc_hd__nor2b_1,23
sky130_fd_sc_hd__nand2b_1,25
sky130_fd_sc_hd__mux2i_1,39
sky130_fd_sc_hd__inv_1,89
sky130_fd_sc_hd__ha_1,101
sky130_fd_sc_hd__nor2_1,164
sky130_fd_sc_hd__clkbuf_1,44
sky130_fd_sc_hd__o21a_1,22
sky130_fd_sc_hd__a211oi_1,33
sky130_fd_sc_hd__nand3_1,69
sky130_fd_sc_hd__nor3_1,58
sky130_fd_sc_hd__edfxtp_1,39
sky130_fd_sc_hd__a31oi_1,27
sky130_fd_sc_hd__o21ai_0,117
sky130_fd_sc_hd__and2_1,20
sky130_fd_sc_hd__mux2_2,40
sky130_fd_sc_hd__and3_1,26
sky130_fd_sc_hd__nand4_1,22
sky130_fd_sc_hd__nand2_1,153
sky130_fd_sc_hd__dfxtp_1,106
sky130_fd_sc_hd__xnor2_1,126
sky130_fd_sc_hd__xor2_1,39
sky130_fd_sc_hd__a21o_1,25
sky130_fd_sc_hd__a21oi_1,116
sky130_fd_sc_hd__nor4_1,24
## worst max-delay path by stage
stage | from | end | depth (start not counted)
final | foodxcount[2] | foodx[5] | 25
after CTS | foodycount[2] | foody[3] | 25
after global routing | foodxcount[2] | foodx[5] | 25
## worst register-to-register path: stages, from the launching register on
cell and delay, ns:
sky130_fd_sc_hd__dfxtp_1 0.63, sky130_fd_sc_hd__ha_1 0.38, sky130_fd_sc_hd__o2111ai_1 0.20, sky130_fd_sc_hd__xnor2_1 0.74, sky130_fd_sc_hd__nor3_1 0.22, sky130_fd_sc_hd__a21oi_2 0.35, sky130_fd_sc_hd__o31ai_1 0.16, sky130_fd_sc_hd__a22o_1 0.33
sky130_fd_sc_hd__a311oi_2 0.37, sky130_fd_sc_hd__xor2_1 0.41, sky130_fd_sc_hd__o21ai_2 0.21, sky130_fd_sc_hd__a2111oi_1 0.53, sky130_fd_sc_hd__o21a_1 0.29, sky130_fd_sc_hd__o21ai_1 0.19, sky130_fd_sc_hd__a21o_1 0.25, sky130_fd_sc_hd__a221oi_1 0.68
sky130_fd_sc_hd__o21ai_0 0.26, sky130_fd_sc_hd__nand3_1 0.17, sky130_fd_sc_hd__a21boi_1 0.33, sky130_fd_sc_hd__a31o_2 0.42, sky130_fd_sc_hd__mux2_4 0.35, sky130_fd_sc_hd__nor4b_4 0.43, sky130_fd_sc_hd__o21ai_2 0.19, sky130_fd_sc_hd__mux2i_1 0.18
sky130_fd_sc_hd__xnor2_1 0.24, sky130_fd_sc_hd__o21ai_1 0.11
## layout make-up
cell class / count / area (sq um) / share of cell area
clock buffers: 9 / 225 / 0.0141
clock inverters: 7 / 87.6 / 0.00550
inverters: 90 / 338 / 0.0212
multi-input cells: 1617 / 11300 / 0.706
flip-flops and latches: 145 / 3290 / 0.207
well taps: 390 / 488 / 0.0306
repair buffers: 27 / 245 / 0.0154
